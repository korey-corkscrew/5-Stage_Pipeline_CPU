==> design.v <==
`timescale 1ns / 1ps
module src(
input clk,
output [31:0] PC,
output [31:0] Instruction_IFID,
output [4:0] Rs_IDEX, 
output [4:0] Rt_IDEX, 
output [4:0] Rd_IDEX,
output [31:0] DATA1_IDEX, 
output [31:0] DATA2_IDEX,
output [8:0] Control_IDEX,
output [31:0] ALURESULT_EXMEM,
output [4:0] Rd_EXMEM,
output [8:0] Controls_EXMEM
    );
reg [31:0] imem [31:0];
	initial 
	begin
		imem[0] = 32'h00220000;		 
		imem[1] = 32'h00030002;		 
		imem[2] = 32'h00030002;		 
		imem[3] = 32'h00030002;		 
		imem[4] = 32'h00640002;		 
	end
	reg [31:0] PC_reg = 0;
	reg [31:0] instruction_IFID;
	always @(negedge clk) 
	begin
		PC_reg <= PC_reg + 4;			 
		instruction_IFID <= imem[(PC_reg/4)];	 
	end
	assign PC = PC_reg;				 
	assign Instruction_IFID = instruction_IFID;	 
	reg [31:0] RF [31:0];
	reg [4:0] rs_IDEX, rt_IDEX, rd_IDEX;
	reg [31:0] Data1, Data2, Data1_IDEX, Data2_IDEX, instruction_IDEX;
	reg [8:0] ControlLines_IDEX, ControlLines_ID;
	reg [5:0] Function_IDEX;
	wire [4:0] rs_ID, rt_ID, rd_ID, read1, read2;
	wire [5:0] opcode_ID, function_ID;
	initial 					 
	begin
		RF[0] = 32'h00000000;
		RF[1] = 32'h00000000;
		RF[2] = 32'hFFFFFFFF;
		RF[3] = 32'h00000005;
		RF[4] = 32'h00000004;
		RF[5] = 32'h00000005;
	end
	assign rs_ID = instruction_IFID[25:21];		
	assign rt_ID = instruction_IFID[20:16];
	assign rd_ID = instruction_IFID[15:11];
	assign read1 = rs_ID;				 
	assign read2 = rt_ID;				 
	always @(posedge clk) 
	begin
		Data1 <= RF[read1];			 
		Data2 <= RF[read2];			 
		RF[rd_MEMWB] <= DataMemRead_WB;		 
    	end
	parameter Rformat = 6'b000000, LW = 6'b100011, SW = 6'b101011, BEQ = 6'b000100;
	assign opcode_ID = instruction_IFID[31:26];
	assign function_ID = instruction_IFID[5:0];
	always @(posedge clk)
	begin
		case (opcode_ID)
			Rformat:	ControlLines_ID = 9'b100100010;
			LW:		ControlLines_ID = 9'b011110000;
			SW:		ControlLines_ID = 9'b000000101;
			default:	ControlLines_ID = 9'b000000000;
		endcase
	end
	always @(negedge clk) 
	begin
		rs_IDEX <= rs_ID;
		rt_IDEX <= rt_ID;
		rd_IDEX <= rd_ID;
		Data1_IDEX <= Data1;
		Data2_IDEX <= Data2;
		ControlLines_IDEX <= ControlLines_ID;
		Function_IDEX <= function_ID;
		instruction_IDEX <= instruction_IFID;
	end
	assign Rs_IDEX = rs_IDEX;
	assign Rt_IDEX = rt_IDEX;
	assign Rd_IDEX = rd_IDEX;
	assign DATA1_IDEX = Data1_IDEX;
	assign DATA2_IDEX = Data2_IDEX;
	assign Control_IDEX = ControlLines_IDEX;
	reg[31:0] ForwardA = 0, ForwardB = 0;
	reg[4:0] rd_EX, rd_EXMEM;
	reg[31:0] ControlLines_EXMEM, ALUResult_EXMEM, instruction_EXMEM, Data2_EXMEM;
   	wire[31:0] A, B;
   	wire[31:0] ALUResult_EX;
	wire[5:0] ALUCtrlWire;
	parameter Add = 6'b000010, Sub = 6'b000100, And = 6'b000000, Or = 6'b000001;
	always @(posedge clk)
	begin
		if (ControlLines_IDEX[8])		 
		begin
			rd_EX <= rd_IDEX;
		end
		else
		begin
			rd_EX <= rt_IDEX;
		end
	end
	always @(posedge clk)						 
	begin
		if ((ControlLines_EXMEM[5]) && (rd_EXMEM == rs_IDEX))	 
		begin
			ForwardA <= 2'b10;				 
		end
		else if ((ControlLines_MEMWB[5]) && (rd_MEMWB == rs_IDEX)) 
		begin
			ForwardA <= 2'b01;				 
		end
		else
		begin
			ForwardA <= 2'b00;				 
		end
	end
	always @(posedge clk)						 
	begin
		if ((ControlLines_EXMEM[5]) && (rd_EXMEM == rt_IDEX))	 
		begin
			ForwardB <= 2'b10;				 
		end
		else if ((ControlLines_MEMWB[5]) && (rd_MEMWB == rt_IDEX)) 
		begin
			ForwardB <= 2'b01;				 
		end
		else
		begin
			ForwardB <= 2'b00;				 
		end
	end
	assign A = (ForwardA == 2'b01) ? DataMemRead_WB :	
					(ForwardA == 2'b10) ? ALUResult_EXMEM :
					Data1_IDEX;
	assign B = (ForwardB == 2'b01) ? DataMemRead_WB :			
					(ForwardB == 2'b10) ? ALUResult_EXMEM :
					Data2_IDEX;
	assign ALUCtrlWire = (ControlLines_IDEX[1:0] == 2'b00) ? Add :   
                      	(ControlLines_IDEX[1:0] == 2'b01) ? Sub : 	 
                      	Function_IDEX;					 
    	assign ALUResult_EX = (ALUCtrlWire == 0) ? A & B:
        		(ALUCtrlWire == 1) ? A | B:
                        (ALUCtrlWire == 2) ? A + B:
                        (ALUCtrlWire == 4) ? A - B:
                        0; 						 
	always @(negedge clk)
	begin
		ControlLines_EXMEM <= ControlLines_IDEX;
		ALUResult_EXMEM <= ALUResult_EX;
		rd_EXMEM <= rd_EX;
		instruction_EXMEM <= instruction_IDEX;
		Data2_EXMEM <= Data2_IDEX;
	end
	assign ALURESULT_EXMEM = ALUResult_EXMEM;
	assign Rd_EXMEM = rd_EXMEM;
	assign Controls_EXMEM = ControlLines_EXMEM;
	reg [31:0] ControlLines_MEMWB, DataMemRead_MEMWB, ALUResult_MEMWB;
	reg [31:0] DataMemRead_MEM, instruction_MEMWB;
	reg [4:0] rd_MEMWB;
	reg [31:0] dmem [31:0];
	always @(posedge clk)
	begin
		if (ControlLines_EXMEM[4])			 
		begin
			DataMemRead_MEM <= dmem[ALUResult_EXMEM]; 
		end
		else if (ControlLines_EXMEM[3])			 
		begin
			dmem[ALUResult_EXMEM] <= Data2_EXMEM;	 
		end
	end
	always @(negedge clk)
	begin
		ControlLines_MEMWB <= ControlLines_EXMEM;
		ALUResult_MEMWB <= ALUResult_EXMEM;
		rd_MEMWB <= rd_EXMEM;
		DataMemRead_MEMWB <= DataMemRead_MEM;
		instruction_MEMWB <= instruction_EXMEM;
	end
	wire [31:0] DataMemRead_WB;
	assign DataMemRead_WB = (ControlLines_MEMWB[6] == 1) ? ALUResult_MEMWB : 
				DataMemRead_MEMWB;
endmodule
==> run.sh <==
#!/bin/bash
# OpenROAD 26Q1-2900-gdf79404cd8, Yosys 0.63+post, stock flow scripts
make -C /OpenROAD-flow-scripts/flow DESIGN_CONFIG=/design/flow/config.mk WORK_HOME=/design/flow/orfs finish
==> config.mk <==
export PLATFORM = sky130hd
export DESIGN_NAME = src
export DESIGN_NICKNAME = src
export VERILOG_FILES = /design/flow/design.v
export SDC_FILE = /design/flow/constraint.sdc
export NUM_CORES = 4
export LEC_CHECK = 1
export CORE_UTILIZATION = 50
==> constraint.sdc <==
current_design src

set clk_period 9.2
set clk_io_pct 0.2

create_clock -name clk0 -period $clk_period [get_ports {clk}]

set non_clock_inputs [all_inputs -no_clocks]
set_input_delay [expr $clk_period * $clk_io_pct] -clock clk0 $non_clock_inputs
set_output_delay [expr $clk_period * $clk_io_pct] -clock clk0 [all_outputs]
==> summary.txt <==
Results of the implementation run.

The unique cell type count in the Yosys netlist came out at 65. The leftover overflow at the end of global routing is 0. The report counts max-capacitance violations totalling 0. According to the floorplan report, the die height is 113 µm. For the pin with the worst max-slew slack, the measured transition is 0.880 ns. The detailed-route DRC error count came out at 0. The final-report setup violation count came out at 0. The core utilization at floorplan came out at a little over 50%. The CTS sink count came out at 86. The first-pass GRT wire length is roughly 23,000 µm. The met2 layer usage reported by global route came out at 31.4%. The clock tree from TritonCTS is done. The global routing usage on met1 came out at between 30% and 40%. The largest vdd supply drop came out at 0.0000978 V. The setup path with the least slack is of type reg -> out.

The placed wire-length estimate after detailed placement is approximately 9900 µm. Global routing put the most usage on met1. The quantity of I/O buffers inserted on ports is 137.

Row generation in the floorplan step produced 40 rows. The count of TritonRoute iterations in the first routing pass is 4. The total of cells resized after clock tree synthesis is 0. The flip-flop count of the largest register after layout is 32. The fraction of layout cells with a size suffix above 1 is 8.05%.

The routed design shows a via density per instance of 5.13. The critical path data arrival time came out at 6.51 ns. The count of synthesis-stage warnings from yosys is 1.

The mean area per synthesized cell came out at 8.73 µm². The total wirelength of the detailed-routed design came out at 14,100 µm. The total via count after detailed routing is just over 5,000.

In this run the cell area measured after placement is about 6900 µm². The kind of capture point of the worst setup path is a primary output. The post-synthesis sequential area ratio came out at 28.2%. The count of flip-flops with a built-in enable after synthesis is 0. In the final report, the number of hold violations comes to 0. The violation count after the first detailed-routing iteration came out at 233. The I/O pin total is between 150 and 200. The post-route cell area came out at 7490 µm².

According to the floorplan report, the total die area is 12,700 µm². The synthesized area came out at 6110 µm². The final total negative setup slack is 0 ns. The via count of the first global-routing pass is 4,658. The leakage power of the design is roughly 4 nW. The fraction of synthesis flops using an asynchronous set or reset pin came out at 0%.

The horizontal die dimension is ~110 µm. Across the routed clock network, the largest skew measured is 0.0694 ns. After detailed placement, the design holds a cell count of 900. The type of origin of the critical path is a register. The critical path buffer and inverter count came out at 1. Post-synth the commonest register cell is sky130_fd_sc_hd__dfxtp_1. The weighted congestion at the end of routability-driven global placement came out at approximately 0.9. The number of warning messages in the logs is 105.

The core region area is 12,000 µm². The most common cell after layout, fill and taps aside is sky130_fd_sc_hd__clkdlybuf4s50_1. The number of standard cells reported by yosys came out at 700. The top cell types in the final layout, fill and taps aside, are sky130_fd_sc_hd__clkdlybuf4s50_1 (137), sky130_fd_sc_hd__inv_1 (93), sky130_fd_sc_hd__dfxtp_1 (86), sky130_fd_sc_hd__a21o_1 (75), sky130_fd_sc_hd__conb_1 (63). The maximum net fanout on the critical path is 31. The final instance count without filler cells came out at 992. The endpoint required time on the critical path is 7.36 ns. The root buffer cell chosen for the clock tree is sky130_fd_sc_hd__clkbuf_16.

The max-slew check reports its worst relative slack as 41.3%. The routed design ends up with an antenna cell count of 0. The smallest hold slack is roughly 0.34 ns. STA reports the tightest min-delay check as being of type reg -> reg. The cell at the slowest stage of the critical path is sky130_fd_sc_hd__dfxtp_1.

The worst-case clock buffer depth is 2. met3 track demand over resource after global routing is 6.22%. The timing report gives the clock slew at the launch and capture registers of the worst setup and hold paths as ~0.030 ns.

The detail-routed net length per standard cell is 14.2 µm. The yosys stat chip area is 6110 µm². The CTS buffer count came out at 9. Entering global routing, the biggest net connects approximately 42 pins. The overall fraction of global-route tracks in use came out at 22.9%. The synthesized netlist cell count came out at 700. The antenna violation net count after detailed routing came out at 0. The skew report gives the latency at the later pin of the worst-skew pair as 0.41 ns.

Per the summary, power density relative to cell area is approximately 120 nW/µm². The area overhead of the layout relative to synthesis came out at 22.5%. The initial antenna violation count is 0.

Setup repair after global routing left no endpoint under its margin. In this run the critical path is formed by clkdlybuf4s50_1. The post-CTS setup repair buffer count came out at 0. In the final report, the number of pins over their slew limit comes to 0. Broken down by cell family, the worst path's largest delay share belongs to flip-flops. The synthesized flop and latch total is 86. The fraction of the core area covered by cells at the end of the flow came out at 62.6%. The total number of H-tree levels came out at 3. The maximum single-stage delay on the critical path came out at 0.88 ns. For this design, the CTS-stage hold fixing added 0 buffers. The run finished with clean final reports.
-- final timing paths --
kind                             from             endpoint  slack (ns)  cells past startpoint
setup / recovery       Data2_IDEX[30]        DATA2_IDEX[4]        0.85                      1
hold / removal    instruction_IFID[1]     Function_IDEX[1]        0.34                      0
setup reg to reg          ForwardA[1]  ALUResult_EXMEM[20]        1.35                     13
hold reg to reg   instruction_IFID[1]     Function_IDEX[1]        0.34                      0
-- area by class of cell --
cell class,instances,area (µm²)
fillers,997,4470
multi-input cells,508,3540
flip-flops and latches,86,1720
repair buffers,142,1410
clock inverters,83,347
clock buffers,10,233
well taps,147,184
inverters,16,60.1
-- metal layers --
layer,vias to the layer above,part of all wire [%]
met5,-,0
met4,0,1.1
met3,13,8.4
met2,223,42
met1,2303,49
li1,2547,-
-- kinds of logic (layout without fill, tap and decap cells) --
| family | after synthesis | in the layout | share of synthesized area [%] |
|---|---|---|---|
| AND-OR/OR-AND | 182 | 182 | 22.3 |
| XOR/XNOR | 49 | 49 | 7.02 |
| adder cells (fa/ha/maj) | 36 | 36 | 7.49 |
| buffers and inverters | 167 | 251 | 17.9 |
| flip-flops | 86 | 86 | 28.2 |
| multiplexers | 24 | 24 | 4.40 |
| other | 2 | 63 | 0.123 |
| AND/OR/NAND/NOR | 154 | 154 | 12.6 |
-- power by group --
part           total (mW)  switching [mW]  internal, mW
registers           0.376        0.000175         0.376
clock network       0.492           0.245         0.247
logic            0.000678        0.000671    0.00000426
total               0.869           0.246         0.623
-- synthesized netlist by cell type (3+ instances only) --
library cell | count | share of area (%)
sky130_fd_sc_hd__nand2_1 | 46 | 2.8
sky130_fd_sc_hd__a21oi_1 | 32 | 2.6
sky130_fd_sc_hd__xor2_1 | 15 | 2.1
sky130_fd_sc_hd__o31ai_2 | 3 | 0.61
sky130_fd_sc_hd__nor3_1 | 6 | 0.49
sky130_fd_sc_hd__nand2b_1 | 3 | 0.31
sky130_fd_sc_hd__nor2b_1 | 10 | 1.0
sky130_fd_sc_hd__a21o_1 | 75 | 9.2
sky130_fd_sc_hd__o21ai_0 | 14 | 1.1
sky130_fd_sc_hd__o21ai_1 | 7 | 0.57
sky130_fd_sc_hd__nand4_1 | 16 | 1.6
sky130_fd_sc_hd__buf_2 | 4 | 0.33
sky130_fd_sc_hd__xnor2_1 | 34 | 4.9
sky130_fd_sc_hd__and3_1 | 10 | 1.0
sky130_fd_sc_hd__ha_1 | 35 | 7.2
sky130_fd_sc_hd__dfxtp_1 | 86 | 28
sky130_fd_sc_hd__inv_1 | 17 | 1.0
sky130_fd_sc_hd__a31oi_1 | 6 | 0.61
sky130_fd_sc_hd__or3_1 | 3 | 0.31
sky130_fd_sc_hd__o211ai_1 | 3 | 0.37
sky130_fd_sc_hd__o31ai_1 | 3 | 0.37
sky130_fd_sc_hd__o2111ai_1 | 3 | 0.43
sky130_fd_sc_hd__and2_1 | 4 | 0.41
sky130_fd_sc_hd__o21a_1 | 6 | 0.74
sky130_fd_sc_hd__buf_4 | 123 | 15
sky130_fd_sc_hd__mux2_2 | 23 | 4.2
sky130_fd_sc_hd__or2_2 | 3 | 0.31
sky130_fd_sc_hd__nand3b_1 | 4 | 0.49
sky130_fd_sc_hd__nor2_1 | 25 | 1.5
sky130_fd_sc_hd__clkbuf_1 | 21 | 1.3
sky130_fd_sc_hd__nand3_1 | 18 | 1.5
-- stage by stage --
step	setup slack [ns]	total power, mW
2_1_floorplan	1.58	0.451
3_3_place_gp	1.31	0.434
3_5_place_dp	1.23	0.434
4_1_cts	0.803	0.887
5_1_grt	0.694	0.933
6_report	0.846	0.869
Power is estimated from default activity; no workload was simulated.
